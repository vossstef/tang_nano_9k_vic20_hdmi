### flow/run.sh
#!/bin/bash
# OpenROAD 26Q1-2900-gdf79404cd8, Yosys 0.63+post, stock flow scripts
make -C /OpenROAD-flow-scripts/flow DESIGN_CONFIG=/design/flow/config.mk WORK_HOME=/design/flow/orfs finish
### flow/config.mk
export PLATFORM = sky130hd
export DESIGN_NAME = video_analyzer
export DESIGN_NICKNAME = video_analyzer
export VERILOG_FILES = /design/flow/design.v
export SDC_FILE = /design/flow/constraint.sdc
export NUM_CORES = 4
export LEC_CHECK = 1
export CORE_UTILIZATION = 50
### flow/constraint.sdc
current_design video_analyzer

set clk_period 2.2
set clk_io_pct 0.2

create_clock -name clk0 -period $clk_period [get_ports {clk}]

set non_clock_inputs [all_inputs -no_clocks]
set_input_delay [expr $clk_period * $clk_io_pct] -clock clk0 $non_clock_inputs
set_output_delay [expr $clk_period * $clk_io_pct] -clock clk0 [all_outputs]
### flow/design.v
module video_analyzer 
(
 input		  clk,
 input		  hs,
 input		  vs,
 input		  de,
 input		  ntscmode,
 output reg[1:0] mode,  
 output reg	  vreset
);
reg vsD, hsD;
reg [13:0] hcnt;     
reg [13:0] hcntL;
reg [9:0] vcnt;     
reg [9:0] vcntL;
reg changed;
always @(posedge clk) begin
    hsD <= hs;
    mode <= {1'b0 , ~ntscmode};  
    if(!hs && hsD) begin
        hcntL <= hcnt;
        if(hcntL != hcnt)
            changed <= 1'b1;
        hcnt <= 0;
    end else
        hcnt <= hcnt + 14'd1;
    if(!hs && hsD) begin
       vsD <= vs;
       if(!vs && vsD) begin
          vcntL <= vcnt;
          if(vcntL != vcnt) changed <= 1'b1;
          vcnt <= 0;  
       end else
         vcnt <= vcnt + 10'd1;
    end
   vreset <= 1'b0;
   if( 
       (hcnt == 150 && vcnt == 10 && changed && mode == 2'd1) ||
       (hcnt == 150 && vcnt == 10 && changed && mode == 2'd0) ) begin
       vreset <= 1'b1;
       changed <= 1'b0;
   end
end
endmodule
==> run summary <==
run results: Crit Path Max Fanout=7, Die Height=70.0 microns, post_cts resized=0, synthesized flop and latch total=roughly 53, DRC violations left=0, Hold Crit Depth=1, R2R Path End=changed$_SDFF_PP0_, Initial DRT Pass Iterations=4, Worst path max stage delay=590 ps, cts bufs inserted=5, synth warn=1, Area growth syn-to-layout=8.71%, Reg2Reg Depth=5, Worst setup EP type=flop, final worst slack=403 ps, post-synth top area share=45.4%, IO Pins=8, drt total wl=3410 microns, Die ar.=4900 sq um, Detail Route Antenna Nets=0, fin area=roughly 2500 sq um, hold slack=about 530 ps, count of tool warnings=28, top cells by area=edfxtp_1 (45%), dfxtp_1 (16%), xnor2_1 (8.7%), Tcrit/Tclk final=81.7%, Combinational Power Share=7.7%, Psw=0.000434 W, hold_sp=hcnt[0]$_SDFF_PP0_, CTS tree=done, CP arrival=slightly below 2000 ps, Crit path required time=around 2400 ps, reg2reg start=vcnt[5]$_SDFFCE_PP0P_, layout cells sized above 1=6.03%, vias in the first global route=about 1,300, Leakage Power=0.881 nW, initial DRC count=60, core area=4410 sq um, Flop pwr share=61.2%, Post-CTS Setup Bufs=0, CTS clk-pin slew, worst paths=~80 ps, Final Max Tran Viols=0, most common logic cells in the final layout=edfxtp_1 (35), nor2_1 (26), xnor2_1 (23), Final GP Congestion=0.811, Final setup viols=0, CP max stage cell=or4b_1, worst reg2reg setup slack=400 ps, count of input and output buffers=5, Seq/Total Area, Yosys=61.0%, Fin Setup TNS=0 ps, DP HPWL=~2400 microns, worst hold endpoint=hcnt[0]$_SDFF_PP0_, Floorplan Utilization=52.4%, DR vias/cell=5.27, max_cap viols=0, peak supply drop=about 0.50 mV, worst-margin pin slew=521 ps, root buffer cell=clkbuf_8, total power=0.00198 W, maximum clock frequency=around 560 MHz, dominant cell type by area after synthesis=edfxtp_1, Switching Share=21.9%, Period minus WS final=1800 ps, Late-Pin Clk Latency=290 ps, Place WS=between 300 and 400 ps, cell area after synthesis=2310 sq um, worst path cell trace=or4b_1 > nor4_2 > nand4_1 > nand2_1 > o21ai_2, Final Hold Vio Count=0, power per cell area=786 nW/um^2, Total GRT Usage=about 16%, RSZ-0062 raised after global routing=false, Congestion Overflow GR=0, DR vias=~1,300, ys cells=192, antenna violations before repair=0, Top cell excl fill/tap=edfxtp_1, largest net degree at the start of global routing=41, Synth Instances=192, status=complete, no violations, min-delay worst type=flop to flop, clock power share=31.1%, CTS Hold Bufs=0, FP Rows=24, P_int=0.00154 W, Worst slew margin=65.3%, Final Skew=about 3.8 ps, Clock Sinks=53, DP Area=2410 sq um, Clock Tree Buf Depth=2, Die Wd=70.0 microns, WS Path Type=flop to flop, WL per Instance=13.6 microns, first-pass GRT wire length=5850 microns, yosys synthesis chip area=2310 sq um, CTS H-tree depth=2, Yosys cell types=31, Startpoint Class=flop, Mean Syn Cell Area=12.0 sq um, total inserted antenna cells=0
[worst max path at each step]
stage / depth (start not counted) / startpoint / end
final: 5 / vcnt[5]$_SDFFCE_PP0P_ / changed$_SDFF_PP0_
after global routing: 5 / vcnt[5]$_SDFFCE_PP0P_ / changed$_SDFF_PP0_
after CTS: 5 / vcnt[5]$_SDFFCE_PP0P_ / changed$_SDFF_PP0_
[per-layer routing]
layer  up-vias  track usage (%)  wire length [microns]
li1        677                -                      -
met3         2             5.69                    261
met2        37             21.3                   1410
met4         0             1.56                     17
met5         -                0                      0
met1       608             29.2                   1720
[synth_stat cells]
library cell	n
edfxtp_1	35
nor2_1	26
xnor2_1	23
xor2_1	19
dfxtp_1	18
nand3_1	9
nand4_1	9
inv_1	7
nor4_1	7
nand2_1	6
clkbuf_1	4
ha_1	4
nor2b_1	3
a21oi_1	2
and3_1	2
o21ai_0	2
or3_1	2
and2_1	1
and4_1	1
buf_1	1
buf_2	1
buf_4	1
buf_6	1
conb_1	1
nor3_1	1
nor3b_1	1
nor4_2	1
nor4b_1	1
o21ai_2	1
o221ai_2	1
or4b_1	1
[final cells by class]
type,count,area (sq um)
multi-input combinational,124,841
timing repair buffer,7,65.1
clock buffer,6,72.6
clock inverter,2,33.8
sequential,53,1410
fill,357,1900
tap,52,65.1
inverter,7,26.3
[through the flow]
step | cells | utilization [%]
2_1_floorplan | 192 | -
3_3_place_gp | 243 | 54.6
3_5_place_dp | 243 | 54.6
4_1_cts | 251 | 57.0
5_1_grt | 251 | 57.0
6_report | 251 | 57.0
[registers in the layout, indices dropped and copies added, names as in the netlist]
signal / flops
vreset: 1
hcntL: 14
changed: 1
vcntL: 10
mode: 1
vcnt: 10
vsD: 1
hsD: 1
hcnt: 14
[cell families (layout without fill, tap and decap cells)]
family | Yosys count | after routing | share of synthesized area [%]
and+or+nand+nor | 71 | 71 | 15.9
DFF | 53 | 53 | 61.0
xor gates and xnor gates | 42 | 42 | 15.9
buffers and inverters | 15 | 22 | 2.97
AOI/OAI and AO/OA | 6 | 6 | 1.89
adders and majority gates | 4 | 4 | 2.16
other | 1 | 1 | 0.162
[worst max-delay path: cells and delay by family, from the launching register on]
kind | cells | cell delay [ps]
flip-flops | 1 | 500
AND-OR/OR-AND | 1 | 50
AND/OR/NAND/NOR | 4 | 1140
[power by group through the flow]
stage	clock [W]	combinational [W]	sequential [W]
after CTS	0.000632	0.000155	0.00121
final	0.000616	0.000151	0.00121
after global routing	0.000667	0.000174	0.00123
Power is estimated from default activity; no workload was simulated.
